## config.mk

```make
export PLATFORM = sky130hd
export DESIGN_NAME = alu
export DESIGN_NICKNAME = alu
export VERILOG_FILES = /design/flow/design.v
export SDC_FILE = /design/flow/constraint.sdc
export NUM_CORES = 4
export LEC_CHECK = 1
export CORE_UTILIZATION = 50
```

## run.sh

```bash
#!/bin/bash
# OpenROAD 26Q1-2900-gdf79404cd8, Yosys 0.63+post, stock flow scripts
make -C /OpenROAD-flow-scripts/flow DESIGN_CONFIG=/design/flow/config.mk WORK_HOME=/design/flow/orfs finish
```

## design.v

```verilog
`timescale 1ns/1ps
module alu(
    clk,             
    rst_n,           
    src1,            
    src2,            
    ALU_control,     
    result,          
    zero,            
    cout,            
    overflow         
);
input clk;
input rst_n;
input [31:0] src1;
input [31:0] src2;
input [3:0] ALU_control;
output [32-1:0] result;
output zero;
output cout;
output overflow;
reg [32-1:0] result;
reg zero, cout, overflow;
wire [31:0] couts;   
wire [31:0] tmp_result;
wire set;
assign set = (src1[31] ^ (~src2[31]) ^ couts[30]);   
alu_top ALU0(
    .src1(src1[0]),
    .src2(src2[0]), 
    .less(set),
    .A_invert(ALU_control[3]), 
    .B_invert(ALU_control[2]), 
    .cin(ALU_control[3:2]==2'b01),   
    .operation(ALU_control[1:0]), 
    .result(tmp_result[0]), 
    .cout(couts[0]));
generate
    genvar i;
    for(i = 1; i < 32; i = i + 1) begin
        alu_top ALUi(
            .src1(src1[i]), 
            .src2(src2[i]), 
            .less(1'b0),     
            .A_invert(ALU_control[3]), 
            .B_invert(ALU_control[2]), 
            .cin(couts[i-1]),    
            .operation(ALU_control[1:0]), 
            .result(tmp_result[i]), 
            .cout(couts[i]));
    end
endgenerate
always@(posedge clk or negedge rst_n) 
begin
    if(!rst_n) begin
        cout = 0;
        overflow = 0;
        zero = 0;
        result = 0;
    end
	else begin
        cout = 0;
        overflow = 0;
        result = tmp_result;
        zero = (result == 0) ? 1 : 0;
        if(ALU_control[1:0] == 2'b10) begin
            cout = couts[31];
            overflow = couts[30] ^ couts[31];
        end
	end
end
endmodule
`timescale 1ns/1ps
module alu_top(
    src1,        
    src2,        
    less,        
    A_invert,    
    B_invert,    
    cin,         
    operation,   
    result,      
    cout         
);
input src1;
input src2;
input less;
input A_invert;
input B_invert;
input cin;
input [1:0] operation;
output result;
output cout;
reg result, cout;
wire A, B;
assign A = src1 ^ A_invert;
assign B = src2 ^ B_invert;
always@(*) 
begin
    case(operation)
        2'b00: begin
            result = A & B;
            cout = 0;
        end
        2'b01: begin
            result = A | B;
            cout = 0;
        end
        2'b10: begin
            result = A ^ B ^ cin;
            cout = A & B | (A^B) & cin;
        end
        2'b11: begin
            result = less;
            cout = A & B | (A^B) & cin;
        end
    endcase
end
endmodule
```

## constraint.sdc

```tcl
current_design alu

set clk_period 1.0
set clk_io_pct 0.2

create_clock -name clk0 -period $clk_period [get_ports {clk}]

set non_clock_inputs [all_inputs -no_clocks]
set_input_delay [expr $clk_period * $clk_io_pct] -clock clk0 $non_clock_inputs
set_output_delay [expr $clk_period * $clk_io_pct] -clock clk0 [all_outputs]
```

==> out/results.ini <==
[outcome]
outcome = finished, violations left
violations = negative hold slack, negative setup slack

[die]
rows = 33
fp_util_pct = 52.46
die_w_um = 95.78
die_area_um2 = 9173
die_h_um = 95.78
pin_count = 105
core_area_um2 = 8382

[route]
vias_per_cell = 4.660
antenna_cells = 0
vias = 3579
dr.pass1.iters = 4
wl_mm = 9.890
ant_nets = 0
avgRoutedWirePerCell_um = 12.88
drt-initial-drc-count = 33
drcViolationCount = 0

[clock_tree]
cts_sinks = 35
ctsRootBufferMaster = clkbuf_8
cts_buffer_depth = 2
path_clk_slew_ps = 70
cts_tree = yes
cts_buffers = 5
cts_max_level = 2

[global_route]
overflow = 0
grt_pass1_vias = 3604
grt_util_met2_pct = 40.24
grt_max_degree = 61
met1_usage_pct = 34.64
grt_pass1_wl_mm = 16.38
use_met3_pct = 5.301
gr-max-usage-layer = met2
grtUsageTotal_pct = 24.17
antenna_found_initial = 0

[synthesis]
ys_cells = 452
synth_flops = 35
ys_warn_count = 2
async_reset_ff_share_pct = 100.0
ys_area_um2 = 4397
syn_avg_cell_area_um2 = 9.727
synth_cells = 452
yosysUniqueCellTypes = 30
synth_top_flop_cell = dfrtp_1
edf_count = 0
ys_seq_share_pct = 19.92
syn-cell-area_um2 = 4397

[power_and_ir_drop]
p_seq_share_pct = 26.9
power_switching_mw = 2.069
p_leak_nw = 3.443
combinationalPowerShare_pct = 56.4
power_density_nw_per_um2 = 919.3
peakVddDrop_mv = 0.5254
totalPowerFinal_mw = 6.153
switching_share_pct = 33.62
power_frac_clock_pct = 16.7
p_int_mw = 4.084

[layout]
layout-drive-gt1-share_pct = 39.22
nFillCells = 550
utilization_pct = 79.85
area_delta_synth_final_pct = 52.22

[timing]
tightest_slew_ps = 751.0
period_used_pct = 1696
maxSlewHeadroom_pct = 49.94
drv_slew = 0
timing.hold.ws_ps = -144.2
timing.final.ws_setup_ps = -15960
rsz0062_at_grt = true
setup_violations = 36
clock.fmax_mhz = 58.96
hold_violations = 35
min_period_ps = 16960

[critical_path]
crit_top_cell = fa_2
critical_path_class = input port to flop
cp.arrival_ps = 17170
worst_ep_required_time_ps = 1200
endpoint_kind = flop
cpMaxStageDelayCell = or4_1
max_stage_delay_ps = 540
crit_start = ALU_control[2]
cp_max_fo = 4
cp-start-kind = input port

[hold_path]
hp-class = input port to asynchronous set/reset pin

[place]
io_buffers = 104
gp_congestion = 0.8856
dpl.hpwl_mm = 7.701

[job]
drv_cap = 0
warning_count = 96

[kinds of logic after synthesis]
logic type               after synthesis  synth area share (%)
XOR/XNOR                              67                 13.35
flip-flops                            35                 19.92
buffers and inverters                100                 9.675
AND/OR/NAND/NOR                       91                 13.55
multiplexers                           9                 2.334
adder cells (fa/ha/maj)               96                 32.78
AND-OR/OR-AND                         54                 8.395
[sequential cells by signal (all words and copies together), names as in the netlist]
name / cells
cout: 1
zero: 1
result: 32
overflow: 1
[layer usage]
| metal | part of all wire [%] | routed length (um) |
|---|---|---|
| met1 | 44 | 4307 |
| met2 | 49 | 4822 |
| met5 | 0 | 0 |
| met4 | 1.5 | 148 |
| met3 | 6.2 | 612 |
[power by group through the flow]
stage / logic [mW] / registers (mW) / clock network (mW)
CTS: 3.54 / 1.66 / 1.05
global route: 3.92 / 1.68 / 1.11
finish: 3.47 / 1.66 / 1.02
[stage by stage]
stage / instances / setup slack [ps] / setup TNS, ps / instance area (um^2)
global route: 768 / -16540 / -318960 / 6693
finish: 768 / -15960 / -306980 / 6693
CTS: 775 / -16000 / -308920 / 6740
global placement: 753 / -16490 / -329650 / 6629
floorplan: 452 / -16050 / -313590 / 4796
detailed placement: 753 / -16650 / -331940 / 6629
[worst max-delay path: cells and delay by family]
family	cells	cell delay, ps
buffers and inverters	2	170
AND/OR/NAND/NOR	34	5470
AND-OR/OR-AND	1	140
XOR/XNOR	1	160
multiplexers	1	170
adder cells (fa/ha/maj)	32	10780
[cell usage after synthesis, drive strengths merged (2+ instances only)]
cell | count | area [um^2]
and2 | 2 | 12.51
buf | 15 | 105.1
clkbuf | 12 | 46.29
dfrtp | 35 | 875.8
fa | 32 | 640.6
ha | 64 | 800.8
inv | 73 | 274.0
mux2i | 8 | 80.08
nand2b | 31 | 193.9
nor2b | 45 | 289.0
o21ai | 22 | 110.1
o22ai | 8 | 50.05
o31a | 21 | 183.9
or4 | 9 | 67.56
xnor2 | 2 | 17.52
xor2 | 65 | 569.3
[worst max-delay path by stage]
stage	cells after the start	slack [ps]	to
after CTS	71	-16000	zero
after global routing	71	-16540	zero
final	71	-15960	zero
[layout by cell type (no fill, tap or decap), types with 2 or more instances in the layout]
cell / Yosys / layout
buf_12: 0 / 3
buf_2: 6 / 38
buf_4: 3 / 124
buf_6: 4 / 2
clkbuf_8: 0 / 5
clkdlybuf4s50_1: 0 / 61
clkinv_2: 0 / 3
dfrtp_1: 35 / 35
fa_2: 0 / 31
ha_1: 64 / 64
inv_1: 73 / 65
inv_2: 0 / 8
mux2i_1: 8 / 8
nand2b_1: 31 / 2
nand2b_4: 0 / 29
nor2b_1: 44 / 40
nor2b_2: 0 / 4
o21ai_0: 18 / 18
o21ai_1: 4 / 4
o22ai_1: 8 / 6
o22ai_2: 0 / 2
o31a_1: 21 / 21
or4_1: 9 / 8
xnor2_1: 2 / 2
xor2_1: 65 / 62
xor2_4: 0 / 2
[final cells by class]
type / count / area (um^2) / area share [%]
Sequential cell: 35 / 875.8 / 13.09
Inverter: 73 / 274.0 / 4.094
Clock buffer: 5 / 68.82 / 1.028
Timing Repair Buffer: 230 / 1842 / 27.52
Multi-Input combinational cell: 317 / 3486 / 52.08
Tap cell: 105 / 131.4 / 1.963
Clock inverter: 3 / 15.01 / 0.2243
[repair_timing]
item                                    in CTS  in global routing
gates resized                              143                 13
endpoints found under the setup margin      70                 39
endpoints found under the hold margin       35                 35
buffers inserted                            15                  5
pin swaps                                    7                  7
